### ./config.mk
export PLATFORM = sky130hd
export DESIGN_NAME = CPU
export DESIGN_NICKNAME = CPU
export VERILOG_FILES = /design/flow/design.v
export SDC_FILE = /design/flow/constraint.sdc
export NUM_CORES = 4
export LEC_CHECK = 1
export CORE_UTILIZATION = 50
### ./constraint.sdc
current_design CPU

set clk_period 6.5
set clk_io_pct 0.2

create_clock -name clk0 -period $clk_period [get_ports {clock}]

set non_clock_inputs [all_inputs -no_clocks]
set_input_delay [expr $clk_period * $clk_io_pct] -clock clk0 $non_clock_inputs
set_output_delay [expr $clk_period * $clk_io_pct] -clock clk0 [all_outputs]
### ./design.v
module ALU(
	input  clock,
	input  reset,
	input  [7:0] D_BUS,
	input  [3:0] in_port,
	output reg cflag,
	output [3:0] A_reg_out,
	output [3:0] B_reg_out,
	output [3:0] out_port
);
	wire load_A;
	wire load_B;
	wire load_OUT;
	wire load_GPR;
	wire gprload;
	wire [1:0] mux_sel;
	alu_ctrl alu_ctrl(
		.clock(clock),
		.reset(reset),
		.D_BUS(D_BUS[7:4]),
		.load_A(load_A),
		.load_B(load_B),
		.load_OUT(load_OUT),
		.load_GPR(load_GPR),
		.gprload(gprload),
		.mux_sel(mux_sel)
	);
	wire [3:0] mux_out;
	mux4x4 mux4x4(
		.s(mux_sel),
		.a(4'b0),
		.b(A_reg_out),
		.c(B_reg_out),
		.d(in_port),
		.out(mux_out)
	);
	wire [3:0] s;
	wire cflag_wire;
	full_adder full_adder(
		.A(mux_out),
		.B(D_BUS[3:0]),
		.cin(1'b0),
		.S(s),
		.cout(cflag_wire)
	);
	always @(posedge clock or negedge reset)
	begin
		if(!reset)
		begin
			cflag <= 0;
		end
		else
		begin
			cflag <= cflag_wire;
		end
	end
	wire [15:0] IN;
	demux demux(
		.IN(D_BUS[3:0]),
		.OUT(IN)
	);
	wire [15:0] gpr_mux_load_out;
	gpr_mux_load gpr_mux_load(
		.IN(IN),
		.load_GPR(load_GPR),
		.OUT(gpr_mux_load_out)
	);
	wire [3:0] q0, q1, q2, q3, q4, q5, q6, q7, q8, q9, qa, qb, qc, qd, qe, qf;
	register16 register16(
		.reset(reset),
		.clock(clock),
		.d(B_reg_out),
		.load(gpr_mux_load_out),
		.q0(q0),
		.q1(q1),
		.q2(q2),
		.q3(q3),
		.q4(q4),
		.q5(q5),
		.q6(q6),
		.q7(q7),
		.q8(q8),
		.q9(q9),
		.qa(qa),
		.qb(qb),
		.qc(qc),
		.qd(qd),
		.qe(qe),
		.qf(qf)
	);
	wire [3:0] GPR_out;
	mux4x16 mux4x16(
		.sel(D_BUS[3:0]),
		.q0(q0),
		.q1(q1),
		.q2(q2),
		.q3(q3),
		.q4(q4),
		.q5(q5),
		.q6(q6),
		.q7(q7),
		.q8(q8),
		.q9(q9),
		.qa(qa),
		.qb(qb),
		.qc(qc),
		.qd(qd),
		.qe(qe),
		.qf(qf),
		.out(GPR_out)
	);
	wire [3:0] y;
	mux4x2 mux4x2(
		.sel(gprload),
		.A(s),
		.B(GPR_out),
		.Y(y)
	);
	register A_reg(
		.reset(reset),
		.clock(clock),
		.load(load_A),
		.d(s),
		.q(A_reg_out)
	);
	register B_reg(
		.reset(reset),
		.clock(clock),
		.load(load_B),
		.d(y),
		.q(B_reg_out)
	);
	register out_reg(
		.reset(reset),
		.clock(clock),
		.load(load_OUT),
		.d(s),
		.q(out_port)
	);
endmodule
module CPU(
	input  clock,
	input  reset,
	input  [7:0] D_BUS,
	input  [3:0] in_port,
	output [11:0] address,
	output [3:0] A_reg_out,
	output [3:0] B_reg_out,
	output [3:0] out_port
);
	wire cflag;
	ALU ALU(
		.clock(clock),
		.reset(reset),
		.D_BUS(D_BUS),
		.in_port(in_port),
		.cflag(cflag),
		.A_reg_out(A_reg_out),
		.B_reg_out(B_reg_out),
		.out_port(out_port)
	);
	PCU PCU(
		.reset(reset),
		.clock(clock),
		.D_BUS(D_BUS),
		.cflag(cflag),
		.address(address)
	);
endmodule
module PCU(
	input  reset,
	input  clock,
	input  [7:0] D_BUS,
	input  cflag,
	output [11:0] address
);
	wire [3:0] q;
	wire load;
	register register(
		.reset(reset),
		.clock(clock),
		.load(1'b1),
		.d(D_BUS[3:0]),
		.q(q)
	);
	pc_ctrl pc_ctrl(
		.clock(clock),
		.reset(reset),
		.D_BUS(D_BUS[7:4]),
		.cflag(cflag),
		.load(load)
	);
	counter counter(
		.reset(reset),
		.clock(clock),
		.load(load),
		.d({q, D_BUS[7:0]}),
		.q(address)
	);
endmodule
module alu_ctrl(
    input  clock,
    input  reset,
    input  [7:4] D_BUS,
    output load_A,
    output load_B,
    output load_OUT,
    output load_GPR,
    output gprload,
    output [1:0] mux_sel
);
    reg state;
    always @(posedge clock or negedge reset)
    begin
        if(!reset)begin
            state <= 1'b0;
        end
        else begin
            state <= ~state & D_BUS[5] & D_BUS[6] & D_BUS[7];
        end
    end
    assign load_A     = ~state & ~D_BUS[6] & ~D_BUS[7];
    assign load_B     = ~state &  D_BUS[6] & ~D_BUS[7] |
                        ~state & ~D_BUS[4] &  D_BUS[5] & ~D_BUS[6] &  D_BUS[7];
    assign load_OUT   = ~state & ~D_BUS[5] & ~D_BUS[6] &  D_BUS[7];
    assign load_GPR   = ~state &  D_BUS[4] &  D_BUS[5] & ~D_BUS[6] &  D_BUS[7];
    assign gprload    = ~state & ~D_BUS[4] &  D_BUS[5] & ~D_BUS[6] &  D_BUS[7];
    assign mux_sel[0] = ~state &  D_BUS[4] & ~D_BUS[6] & ~D_BUS[7] |
                        ~state &  D_BUS[5] &  D_BUS[6] & ~D_BUS[7];
    assign mux_sel[1] = ~state &  D_BUS[5] & ~D_BUS[6] & ~D_BUS[7] |
                        ~state &  D_BUS[4] &  D_BUS[6] & ~D_BUS[7] |
                        ~state &  D_BUS[4] & ~D_BUS[6] &  D_BUS[7];
endmodule
module counter(
    input  reset,
    input  clock,
    input  load,
    input  [11:0] d,
    output [11:0] q,
    output carry
);
    reg [11:0] s;
    always @(posedge clock or negedge reset)
    begin
       if(!reset)
       begin
            s <= 12'b0;
       end
       else if(load)
       begin
            s <= d;
       end
       else
       begin
            s <= s + 1'b1;
       end
    end
    assign q = s;
    assign carry = (s == 12'hFFF);
endmodule
module demux(
    input  [3:0]  IN,
    output [15:0] OUT
);
    assign OUT = 16'b1 << IN;  
endmodule
module full_adder(
    input  [3:0] A,
    input  [3:0] B,
    input  cin,
    output [3:0] S,
    output cout,
);
    assign {cout, S} = A + B + cin;
endmodule
module gpr_mux_load(
    input  [15:0] IN,
    input  load_GPR,
    output [15:0] OUT
);
    assign OUT = load_GPR ? IN : 16'b0;
endmodule
module mux4x16(
    input  [3:0] sel,
    input  [3:0] q0,
    input  [3:0] q1,
    input  [3:0] q2,
    input  [3:0] q3,
    input  [3:0] q4,
    input  [3:0] q5,
    input  [3:0] q6,
    input  [3:0] q7,
    input  [3:0] q8,
    input  [3:0] q9,
    input  [3:0] qa,
    input  [3:0] qb,
    input  [3:0] qc,
    input  [3:0] qd,
    input  [3:0] qe,
    input  [3:0] qf,
    output [3:0] out
);
    assign out = (sel == 4'b0000) ? q0 
               : (sel == 4'b0001) ? q1 
               : (sel == 4'b0010) ? q2
               : (sel == 4'b0011) ? q3
               : (sel == 4'b0100) ? q4
               : (sel == 4'b0101) ? q5
               : (sel == 4'b0110) ? q6
               : (sel == 4'b0111) ? q7
               : (sel == 4'b1000) ? q8
               : (sel == 4'b1001) ? q9
               : (sel == 4'b1010) ? qa
               : (sel == 4'b1011) ? qb
               : (sel == 4'b1100) ? qc
               : (sel == 4'b1101) ? qd
               : (sel == 4'b1110) ? qe
               : qf;
endmodule
module mux4x2(
    input  sel,
    input  [3:0] A,
    input  [3:0] B,
    output [3:0] Y
);
    assign Y = sel ? B : A;
endmodule
module mux4x4(
    input  [1:0] s,
    input  [3:0] a,
    input  [3:0] b,
    input  [3:0] c,
    input  [3:0] d,
    output [3:0] out
);
    assign out = (s == 2'b00) ? a 
               : (s == 2'b01) ? b 
               : (s == 2'b10) ? c
               : d;
endmodule
module pc_ctrl(
    input  clock,
    input  reset,
    input  [7:4] D_BUS,
    input  cflag,
    output load
);
    reg [1:0] state;
    always @(posedge clock or negedge reset)
    begin
        if(!reset)
            state <= 2'b00;
        else
        begin
            state[0] <= ~state[0] & ~state[1] & ~D_BUS[4] & D_BUS[5] & D_BUS[6] & D_BUS[7] &  cflag;
            state[1] <= ~state[0] & ~state[1] & ~D_BUS[4] & D_BUS[5] & D_BUS[6] & D_BUS[7] & ~cflag |
                        ~state[0] & ~state[1] &  D_BUS[4] & D_BUS[5] & D_BUS[6] & D_BUS[7];
        end
    end
    assign load = state[1];
endmodule
module register(
    input  reset,
    input  clock,
    input  load,
    input  [3:0] d,
    output [3:0] q
);
    reg [3:0] s;
    always @(posedge clock or negedge reset)
    begin
        if (!reset)
        begin
            s <= 4'b0;
        end 
        else if(load)
        begin
            s <= d;
        end
        else
        begin
            s <= s;
        end
    end
    assign q = s;
endmodule
module register16(
    input  reset,
    input  clock,
    input  [3:0] d,
    input  [15:0] load,
    output [3:0] q0,
    output [3:0] q1,
    output [3:0] q2,
    output [3:0] q3,
    output [3:0] q4,
    output [3:0] q5,
    output [3:0] q6,
    output [3:0] q7,
    output [3:0] q8,
    output [3:0] q9,
    output [3:0] qa,
    output [3:0] qb,
    output [3:0] qc,
    output [3:0] qd,
    output [3:0] qe,
    output [3:0] qf
);
    register gpreg0(
        .reset(reset),
        .clock(clock),
        .load(load[0]),
        .d(d),
        .q(q0)
    );
    register gpreg1(
        .reset(reset),
        .clock(clock),
        .load(load[1]),
        .d(d),
        .q(q1)
    );
    register gpreg2(
        .reset(reset),
        .clock(clock),
        .load(load[2]),
        .d(d),
        .q(q2)
    );
    register gpreg3(
        .reset(reset),
        .clock(clock),
        .load(load[3]),
        .d(d),
        .q(q3)
    );
    register gpreg4(
        .reset(reset),
        .clock(clock),
        .load(load[4]),
        .d(d),
        .q(q4)
    );
    register gpreg5(
        .reset(reset),
        .clock(clock),
        .load(load[5]),
        .d(d),
        .q(q5)
    );
    register gpreg6(
        .reset(reset),
        .clock(clock),
        .load(load[6]),
        .d(d),
        .q(q6)
    );
    register gpreg7(
        .reset(reset),
        .clock(clock),
        .load(load[7]),
        .d(d),
        .q(q7)
    );
    register gpreg8(
        .reset(reset),
        .clock(clock),
        .load(load[8]),
        .d(d),
        .q(q8)
    );
    register gpreg9(
        .reset(reset),
        .clock(clock),
        .load(load[9]),
        .d(d),
        .q(q9)
    );
    register gpregA(
        .reset(reset),
        .clock(clock),
        .load(load[10]),
        .d(d),
        .q(qa)
    );
    register gpregB(
        .reset(reset),
        .clock(clock),
        .load(load[11]),
        .d(d),
        .q(qb)
    );
    register gpregC(
        .reset(reset),
        .clock(clock),
        .load(load[12]),
        .d(d),
        .q(qc)
    );
    register gpregD(
        .reset(reset),
        .clock(clock),
        .load(load[13]),
        .d(d),
        .q(qd)
    );
    register gpregE(
        .reset(reset),
        .clock(clock),
        .load(load[14]),
        .d(d),
        .q(qe)
    );
    register gpregF(
        .reset(reset),
        .clock(clock),
        .load(load[15]),
        .d(d),
        .q(qf)
    );
endmodule
### ./run.sh
#!/bin/bash
# OpenROAD 26Q1-2900-gdf79404cd8, Yosys 0.63+post, stock flow scripts
make -C /OpenROAD-flow-scripts/flow DESIGN_CONFIG=/design/flow/config.mk WORK_HOME=/design/flow/orfs finish
==> run notes <==
- number of global-route vias before repair: 3575
- area of the placeable core: 9819 um2
- count of endpoints failing hold in the final timing report: 0
- final clock period utilization by the worst path: 65.67%
- leakage power total: 2.541 nW
- worst clock skew on the final layout: 0.007724 ns
- detailed-route vias per instance: 5.997
- H-Tree Level Count: 3
- instance count after placement with tap cells included: 618
- Main area contributors: sky130_fd_sc_hd__dfrtp_1 (47%), sky130_fd_sc_hd__mux2_2 (16%), sky130_fd_sc_hd__nand2_1 (2.9%)
- register with the most flip-flops: PCU.counter.s
- number of failing setup endpoints in the final timing report: 0
- horizontal die size: 102.9 um
- drc violations: 0
- drt total wl: 12.54 mm
- antenna violations before repair: 0
- Area leader share: 47.17%
- path category of the worst min-delay check: flop to flop
- total via count in the routed design: 3802
- tally of non-filler cells in the final layout: 634
- number of gates resized after CTS: 0
- unrepaired setup endpoints after global routing: false
- total I/O pin count: 38
- area of the chip: 10590 um2
- post-synthesis share of cell area spent on full adders, half adders and majority gates: 1.622%
- number of diodes: 0
- xor/xnor share of the synthesized area: 1.892%
- Synth Warn #: 5
- number of nets with antenna violations after detailed routing: 0
- Crit Path Class: input port to flop
- Total GRT Usage: 26.24%
- clk buf depth: 2
- crit path time final: 4.268 ns
- ordered cell list for the critical path: clkdlybuf4s50_1, inv_1, o211a_1, a211o_1, nor2b_1, o2bb2ai_1, ha_1, fa_1, xnor2_1, nand2_1, a21oi_1, nor4b_1, a211oi_1
- slew margin rel.: 47.34%
- ys flop type: sky130_fd_sc_hd__dfrtp_1
- Net Switching: 0.0004908 W
- switching share of power: 30.60%
- sum of net half-perimeters after detailed placement: 8.369 mm
- Setup crit start kind: input port
- result of the run: complete, no violations
- met2 routing resource usage after global routing: 38.36%
- part of the total power dissipated in sequential elements: 50.7%
- Mapped Cells: 470
- insertion delay of the later-clocked pin in the worst-skew pair: 0.37 ns
- busiest grt layer: met1
- post-detailed-route wirelength per cell: 19.78 um
- Int Power: 0.001113 W
- cell type contributing the most total cell area after synthesis: sky130_fd_sc_hd__dfrtp_1
- post-CTS setup buffer count: 0
- IO buf count: 37
- remaining global-route overflow: 0
- largest net degree at the start of global routing: 57
- core utilization at floorplan: 51.86%
- part of the power in combinational logic: 25.9%
- wire length of the first global-routing pass: 19.91 mm
- number of violations of the max-capacitance limit: 0
- element type at the critical path end: flop
- endpoint required time on the critical path: 6.74 ns
- Netlist cell types: 65
- FFs w/ async S/R, synth: 100.0%
- VDD IR max: 0.1480 mV
- number of rows in the core area: 36
- TritonCTS Buffers: 9
- synthesized area: 5092 um2
- largest fanout on the critical path: 10
- number of hold buffers added after cts: 0
- number of sinks on the clock net: 96
- average size of a mapped cell: 10.83 um2
- Critical path buffers and inverters: 2
- stage-log warning count: 25
- data arrival at the endpoint of the critical path: 4.51 ns
- clock tree root buffer cell: sky130_fd_sc_hd__clkbuf_8
- main logic family after synthesis: multiplexers
- kind of cell with the highest combined delay on the critical path: AND-OR/OR-AND gates
- global-route met3 utilization: 5.720%
- fraction of the yosys area taken by sequential cells: 47.17%
- critical-path cell with the highest stage delay: sky130_fd_sc_hd__clkdlybuf4s50_1
- P per Cell Area: 280.2 nW/um2
- Worst Max-Slew Pin Slew: 0.7899 ns
- flip-flop count of the largest register after layout: 12
- accumulated negative setup slack: 0 ns
- Detailed Routing Iterations Pass 1: 5
- achievable clock frequency: 234.3 MHz
- met1 Use GR: 43.03%
- area of the synthesized netlist per yosys stat: 5092 um2
- share of layout cells above drive strength 1: 20.96%
- area fraction in compound gates: 13.24%
- Post-Synth Simple-Gate Area: 13.64%
- max-slew violations: 0
- Area growth syn-to-layout: 12.43%
- Synth Register Bits: 96
- clock share of power: 23.4%
- Clk pin slew, worst setup/hold paths: 0.09 ns
- final weighted congestion in routability-driven placement: 0.8634
- die y size: 102.9 um
- number of enable flip-flop cells: 0
- clock tree from TritonCTS: built
- fraction of synthesized area in multiplexers: 18.70%
- number of cell instances after yosys synthesis: 470
- number of DRC markers in iteration 0: 245
- largest stage delay on the critical path: 0.67 ns
through the flow:
| stage | util (%) | setup WS, ns | hold slack (ns) | instance area (um2) | power (W) |
|---|---|---|---|---|---|
| floorplan | - | 2.660 | 0.4119 | 5092 | 0.001012 |
| global placement | 56.36 | 2.065 | 0.4295 | 5534 | 0.001234 |
| detailed placement | 56.36 | 1.900 | 0.4282 | 5534 | 0.001238 |
| CTS | 58.31 | 2.283 | 0.4383 | 5725 | 0.001620 |
| global route | 58.31 | 2.041 | 0.4603 | 5725 | 0.001700 |
| finish | 58.31 | 2.232 | 0.4362 | 5725 | 0.001604 |
cells in the mapped netlist (2+ instances only):
master	count
sky130_fd_sc_hd__dfrtp_1	96
sky130_fd_sc_hd__mux2_2	73
sky130_fd_sc_hd__nand2_1	40
sky130_fd_sc_hd__o21ai_0	26
sky130_fd_sc_hd__nor2_1	23
sky130_fd_sc_hd__a21oi_1	19
sky130_fd_sc_hd__clkbuf_1	13
sky130_fd_sc_hd__mux2i_1	13
sky130_fd_sc_hd__nand3_1	13
sky130_fd_sc_hd__inv_1	10
sky130_fd_sc_hd__nand2b_1	10
sky130_fd_sc_hd__buf_2	8
sky130_fd_sc_hd__nor2b_1	8
sky130_fd_sc_hd__nor3_1	7
sky130_fd_sc_hd__xnor2_1	6
sky130_fd_sc_hd__and2_1	5
sky130_fd_sc_hd__ha_1	5
sky130_fd_sc_hd__o211ai_1	5
sky130_fd_sc_hd__o22ai_1	5
sky130_fd_sc_hd__o2bb2ai_1	5
sky130_fd_sc_hd__xor2_1	5
sky130_fd_sc_hd__a221oi_1	4
sky130_fd_sc_hd__buf_4	4
sky130_fd_sc_hd__nor3b_1	4
sky130_fd_sc_hd__nor4_1	4
sky130_fd_sc_hd__a211oi_1	3
sky130_fd_sc_hd__a31oi_1	3
sky130_fd_sc_hd__buf_1	3
sky130_fd_sc_hd__o21a_1	3
sky130_fd_sc_hd__o31ai_1	3
sky130_fd_sc_hd__a211o_1	2
sky130_fd_sc_hd__a32o_1	2
sky130_fd_sc_hd__a32oi_1	2
sky130_fd_sc_hd__and3_1	2
sky130_fd_sc_hd__buf_6	2
sky130_fd_sc_hd__nand4_1	2
sky130_fd_sc_hd__nor4b_1	2
sky130_fd_sc_hd__o211a_1	2
sky130_fd_sc_hd__o221ai_1	2
cells in the final DEF, fill, tap and decap left out, types with 3 or more instances in the layout:
master	n
sky130_fd_sc_hd__nor4_1	4
sky130_fd_sc_hd__dfrtp_1	96
sky130_fd_sc_hd__nor3b_1	4
sky130_fd_sc_hd__clkdlybuf4s50_1	36
sky130_fd_sc_hd__buf_4	9
sky130_fd_sc_hd__a31oi_1	3
sky130_fd_sc_hd__a21oi_1	19
sky130_fd_sc_hd__o22ai_1	5
sky130_fd_sc_hd__xnor2_1	6
sky130_fd_sc_hd__ha_1	5
sky130_fd_sc_hd__a221oi_1	4
sky130_fd_sc_hd__nand2b_1	10
sky130_fd_sc_hd__o211ai_1	5
sky130_fd_sc_hd__nor2b_1	8
sky130_fd_sc_hd__mux2_2	73
sky130_fd_sc_hd__nand3_1	13
sky130_fd_sc_hd__clkbuf_8	12
sky130_fd_sc_hd__o31ai_1	3
sky130_fd_sc_hd__o2bb2ai_1	5
sky130_fd_sc_hd__mux2i_1	13
sky130_fd_sc_hd__o21a_1	3
sky130_fd_sc_hd__xor2_1	5
sky130_fd_sc_hd__o21ai_0	26
sky130_fd_sc_hd__and2_1	5
sky130_fd_sc_hd__a211oi_1	3
sky130_fd_sc_hd__nor2_1	23
sky130_fd_sc_hd__nor3_1	7
sky130_fd_sc_hd__inv_1	10
sky130_fd_sc_hd__nand2_1	40
path summary, 6_finish.rpt:
kind | startpoint | endpoint | slack (ns) | cells past startpoint
max in group asynchronous | reset | ALU.register16.gpregD.s[1]$_DFFE_PN0P_ | 4.49 | 2
min in group asynchronous | reset | PCU.counter.s[11]$_DFF_PN0_ | 0.90 | 1
min | ALU.cflag$_DFF_PN0_ | PCU.pc_ctrl.state[1]$_DFF_PN0_ | 0.44 | 1
max reg2reg | ALU.alu_ctrl.state$_DFF_PN0_ | ALU.B_reg.s[2]$_DFFE_PN0P_ | 3.62 | 10
max | D_BUS[7] | ALU.B_reg.s[2]$_DFFE_PN0P_ | 2.23 | 13
min reg2reg | ALU.cflag$_DFF_PN0_ | PCU.pc_ctrl.state[1]$_DFF_PN0_ | 0.44 | 1
kinds of logic (layout without fill, tap and decap cells):
| group | count (synthesis) | count (layout) |
|---|---|---|
| buffers and inverters | 40 | 71 |
| adder cells (fa/ha/maj) | 6 | 6 |
| XOR/XNOR | 11 | 11 |
| multiplexers | 86 | 86 |
| AND/OR/NAND/NOR | 132 | 132 |
| AND-OR/OR-AND | 99 | 99 |
| flip-flops | 96 | 96 |
power groups by stage:
stage / Clock (W) / Sequential, W / Combinational, W
CTS: 0.000389 / 0.000812 / 0.000418
global route: 0.000411 / 0.000830 / 0.000459
finish: 0.000376 / 0.000813 / 0.000416
metal layers:
layer  share of wire, %  vias to the layer above
met5                  0                        -
met4                1.7                        0
met3                8.3                       17
met2                 44                      143
met1                 46                     1863
li1                   -                     1779
cell type report:
type	count	area (um2)
clock buffer	12	165.2
clock inverter	4	26.28
fill	900	4094
inverter	10	37.54
multi-input combinational	334	2500
sequential	96	2402
tap	133	166.4
timing repair buffer	45	427.9
Power and IR drop assume default switching activity.
