## flow/run.sh

```bash
#!/bin/bash
# OpenROAD 26Q1-2900-gdf79404cd8, Yosys 0.63+post, stock flow scripts
make -C /OpenROAD-flow-scripts/flow DESIGN_CONFIG=/design/flow/config.mk WORK_HOME=/design/flow/orfs finish
```

## flow/config.mk

```make
export PLATFORM = sky130hd
export DESIGN_NAME = multiplier_4x4
export DESIGN_NICKNAME = multiplier_4x4
export VERILOG_FILES = /design/flow/design.v
export SDC_FILE = /design/flow/constraint.sdc
export NUM_CORES = 4
export LEC_CHECK = 1
export CORE_AREA = 10 10 70 70
export DIE_AREA = 0 0 80 80
```

## flow/constraint.sdc

```tcl
current_design multiplier_4x4

set clk_period 3.5
set clk_io_pct 0.2

create_clock -name clk0 -period $clk_period

set non_clock_inputs [all_inputs -no_clocks]
set_input_delay [expr $clk_period * $clk_io_pct] -clock clk0 $non_clock_inputs
set_output_delay [expr $clk_period * $clk_io_pct] -clock clk0 [all_outputs]
```

## flow/design.v

```verilog
module multiplier_4x4(
    input  [3:0] A,
    input  [3:0] B,
    output [7:0] Y
);
    assign Y = A * B;
endmodule
```

==> git commit body <==
Add synthesis and place-and-route results

* Tool warnings: 34
- In the Yosys stats the netlist draws on 17 distinct library cells.
- Slowest library cell on the worst path: fa_1
* Hold Path Class: in -> out
- Start point of the worst min-delay path: A[0]
- According to the floorplan log, the row count is 21.
- Layout overhead on the synthesized area: 98.3%
- Adder-Cell Fraction of Synth Area: 51.5%
- Vias in the first global route: 476
- 16 I/O pins were placed.
* Violations in the final reports: negative setup slack
* Power share of the sequential group: 0%
* Worst path setup slack after routing: -0.170 ns
- In this run the horizontal extent of the chip is 80 microns.
* Cell count listed in synth_stat.txt: 51
- Post-route minimum period: 3.67 ns
- Of the available clock period, the critical path in the final layout requires 105%.
- Final design area excluding fillers: 886 sq um
- Die span in y: 80 microns
* Top library cells by usage in the layout, fill and taps aside: 13 x buf_4, 11 x and2_1, 7 x ha_1
- Crit path kind: in -> out
- Synth mux share: 0%
- Placed insts: 126
- Net switching is 38.8% of the power.
- Sequential cell count: 0
* Compound-cell area share of the yosys netlist: 13.4%
- Hold-critical path endpoint: Y[0]
* Fraction of final layout cells sized beyond drive strength 1: 53.1%
* Crit path arrival time: 2.97 ns
- The first global-routing pass estimated 2050 microns of wire.
* Element type at the critical path end: primary output
- Total Die Area: 6400 sq um
- Commonest Layout Cell: buf_4
- Critical-path maximum fanout: 2
- Chip area estimate from yosys synthesis: 447 sq um
- Setup repair after global routing missed its margin: true
- Number of violations reported at the end of detailed-routing iteration 0: 13
- Register area share after synthesis: 0%
* Routed len/inst: 9.57 microns
* Area taken by flip-flops and latches: 0 sq um
* Hold path cells: 4
* Relative slew slack: 86.7%
- Entering global routing, the biggest net connects 5 pins.
- Total routing resource utilization after global routing: 3.69%
- Per the synthesis report, the XOR/XNOR share of the synthesized area is 5.88%.
- The report lists the power per cell area as 169 nW/um^2.
- Utilization after layout: 25.9%
- Looking at the power breakdown, the clock network takes 0% of the total.
- By instance count, the cell type seen most on the critical path is fa_2.
* P_int: 0.0917 mW
* Data required time at the worst endpoint: 2.80 ns
- Worst hold slack across all endpoints: 2.15 ns
* Maximum operating frequency: 272 MHz
* Grt total ovfl: 0
- Critical Path Start Type: primary input
* Number of antenna cells inserted: 0
- # DRC: 0
* Std-Cell Core Area: 3420 sq um
- Gate power share: 100.0%
* Result of the run: finished, violations left
- For the pin with the worst max-slew slack, the measured transition is 0.199 ns.
- Warnings from Yosys: 0
- Start point of the critical path: B[2]
* Number of antenna violations at the first check in global routing: 0
- In the final report, the number of hold violations comes to 0.
- The routed design shows a via density per instance of 3.69.
- The pre-antenna-repair detailed-routing pass consisted of 2 iterations.
- In this run the cell area of the synthesized design comes to 447 sq um.
* Floorplan Utilization: 13.1%
* Quantity of I/O buffers inserted on ports: 16
- The tool flagged a number of max-cap violations equal to 0.
- Per the finish-stage timing summary, setup violations number 2.
* Leak: 0.419 nW
- Placer's final routability congestion estimate: 0.819
- Worst vdd ir: 55.9 uV
* Synthesized instance count: 51
- Overall power consumption after layout is estimated at 0.150 mW.
- Per the synthesis report, the simple-gate share of the synthesized area is 26.6%.
- The timing report gives the biggest stage delay along the critical path as 0.54 ns.
- Sum of routed wire length over all layers: 1220 microns
- Post-route ant nets: 0
- Number of slew-limit violations in the final report: 0
* Total negative slack for setup checks: -0.336 ns
* Count of vias placed by the detailed router: 469
* CLK BUF: 0
- Cell area after placement: 762 sq um
- Layout Cells excl Fill: 127
- The net switching power in the latest report is 0.0582 mW.
- Prior to clock tree synthesis, the placed netlist has a worst setup slack of -1.11 ns.
- Prevailing logic family in the synthesized netlist: adder cells
- Synthesized area per cell: 8.76 sq um
- Estimated wirelength of the detail-placed design: 1020 microns
* Cell breakdown of the critical path: buf_8, nand2_4, fa_1, inv_2, fa_2, buf_4, fa_2, a21o_2, a21oi_2, xnor2_1, buf_2
==> power groups by stage <==
stage | registers, mW | clock network, mW | logic (mW)
4_1_cts | 0 | 0 | 0.137
5_1_grt | 0 | 0 | 0.168
6_report | 0 | 0 | 0.150
==> kinds of logic after synthesis <==
family	Yosys count
AND/OR/NAND/NOR	20
adder cells (fa/ha/maj)	16
AND-OR/OR-AND	9
XOR/XNOR	3
buffers and inverters	3
==> per-layer routing <==
| layer | track usage, % | part of all wire, % | up-vias |
|---|---|---|---|
| met3 | 1.02 | 6.8 | 0 |
| met2 | 5.54 | 44 | 12 |
| met1 | 5.41 | 49 | 219 |
| met5 | 0 | 0 | - |
| met4 | 0 | 0 | 0 |
| li1 | - | - | 238 |
==> cells in the mapped netlist, drive strengths merged <==
| cell | n | area [sq um] |
|---|---|---|
| a21o | 2 | 16.3 |
| nand2 | 3 | 11.3 |
| inv | 3 | 11.3 |
| o211ai | 1 | 7.51 |
| ha | 12 | 150 |
| o2111ai | 1 | 8.76 |
| and3b | 1 | 8.76 |
| fa | 4 | 80.1 |
| a21oi | 3 | 15.0 |
| or4b | 1 | 10.0 |
| o21ai | 1 | 5.00 |
| xnor2 | 2 | 17.5 |
| and2 | 13 | 81.3 |
| nor2 | 2 | 7.51 |
| xor2 | 1 | 8.76 |
| a211oi | 1 | 7.51 |
==> repair_timing <==
item,CTS,global route
setup endpoints to repair,5,5
resized,57,14
hold buffers,0,0
pin swaps,17,9
setup buffers,1,0
==> critical path, delay by kind of cell <==
| kind | cells | cell delay [ns] |
|---|---|---|
| xor+xnor | 1 | 0.12 |
| buf+inv | 4 | 0.39 |
| compound gates | 2 | 0.34 |
| fa+ha+maj | 3 | 1.38 |
| simple gates | 1 | 0.04 |
==> worst max path at each step <==
stage / end / slack (ns) / cells past startpoint
5_1_grt: Y[6] / -0.22 / 11
4_1_cts: Y[7] / -0.20 / 10
6_report: Y[6] / -0.17 / 11
==> area by class of cell <==
type	instances	area, sq um
inverters	3	11.3
repair buffers	30	262
multi-input cells	48	556
well taps	46	57.6
fillers	379	2530
No activity file was given, so power comes from the tool's default toggle rates.
